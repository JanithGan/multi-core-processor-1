## flow/run.sh

```bash
#!/bin/bash
# OpenROAD 26Q1-2900-gdf79404cd8, Yosys 0.63+post, stock flow scripts
make -C /OpenROAD-flow-scripts/flow DESIGN_CONFIG=/design/flow/config.mk WORK_HOME=/design/flow/orfs finish
```

## flow/config.mk

```make
export PLATFORM = sky130hd
export DESIGN_NAME = IM
export DESIGN_NICKNAME = IM
export VERILOG_FILES = /design/flow/design.v
export SDC_FILE = /design/flow/constraint.sdc
export NUM_CORES = 4
export LEC_CHECK = 1
export CORE_UTILIZATION = 50
export SYNTH_MEMORY_MAX_BITS = 65536
```

## flow/constraint.sdc

```tcl
current_design IM

set clk_period 4.1
set clk_io_pct 0.2

create_clock -name clk0 -period $clk_period [get_ports {clk}]

set non_clock_inputs [all_inputs -no_clocks]
set_input_delay [expr $clk_period * $clk_io_pct] -clock clk0 $non_clock_inputs
set_output_delay [expr $clk_period * $clk_io_pct] -clock clk0 [all_outputs]
```

## flow/design.v

```verilog
module IM (input clk,
           input [(16*16)-1:0] addr, 
           output reg [(16*16)-1:0] data_out);
    reg [15:0] ram [1024:0];
    parameter NOP   = 16'd5;
    parameter LDAC  = 16'd6;
    parameter STAC  = 16'd8;
    parameter LDDAC = 16'd10;
    parameter STDAC = 16'd14;
    parameter ADD   = 16'd17;
    parameter SUB   = 16'd19;
    parameter MUL   = 16'd21;
    parameter DIV   = 16'd23;
    parameter MOD   = 16'd25;
    parameter CLAC  = 16'd27;
    parameter INAC  = 16'd28;
    parameter JPNZ  = 16'd29;
    parameter JPPZ  = 16'd31;
    parameter MVCID = 16'd33;
    parameter MVA   = 16'd34;
    parameter MVB   = 16'd35;
    parameter MVC   = 16'd36;
    parameter MVD   = 16'd37;
    parameter MVACR = 16'd38;
    parameter MVACA = 16'd39;
    parameter MVACB = 16'd40;
    parameter MVACC = 16'd41;
    parameter MVACD = 16'd42;
    parameter ENDOP = 16'd43;
    initial begin
        ram[0]   = MVCID;
        ram[1]   = MVACR;
        ram[2]   = LDAC;
        ram[3]   = 16'd0;
        ram[4]   = SUB;
        ram[5]   = JPPZ;
        ram[6]   = 16'd216;
        ram[7]   = LDAC;
        ram[8]   = 16'd7;
        ram[9]   = MVACR;
        ram[10]  = MVCID;
        ram[11]  = ADD;
        ram[12]  = MVACD;
        ram[13]  = CLAC;
        ram[14]  = STDAC;
        ram[15]  = LDDAC;
        ram[16]  = MVACR;
        ram[17]  = LDAC;
        ram[18]  = 16'd0;
        ram[19]  = MUL;
        ram[20]  = MVACR;
        ram[21]  = MVCID;
        ram[22]  = ADD;
        ram[23]  = MVACR;
        ram[24]  = MVACA;
        ram[25]  = LDAC;
        ram[26]  = 16'd3;
        ram[27]  = MVACR;
        ram[28]  = MVA;
        ram[29]  = DIV;
        ram[30]  = MVACR;
        ram[31]  = MVACB;
        ram[32]  = LDAC;
        ram[33]  = 16'd1;
        ram[34]  = SUB;
        ram[35]  = JPPZ;
        ram[36]  = 16'd216;
        ram[37]  = MVD;
        ram[38]  = MVACR;
        ram[39]  = LDAC;
        ram[40]  = 16'd0;
        ram[41]  = ADD;
        ram[42]  = MVACD;
        ram[43]  = MVB;
        ram[44]  = STDAC;
        ram[45]  = MVD;
        ram[46]  = MVACR;
        ram[47]  = LDAC;
        ram[48]  = 16'd0;
        ram[49]  = ADD;
        ram[50]  = MVACD;
        ram[51]  = LDAC;
        ram[52]  = 16'd3;
        ram[53]  = MVACR;
        ram[54]  = MVA;
        ram[55]  = MOD;
        ram[56]  = STDAC;
        ram[57]  = MVD;
        ram[58]  = MVACR;
        ram[59]  = LDAC;
        ram[60]  = 16'd0;
        ram[61]  = ADD;
        ram[62]  = MVACD;
        ram[63]  = CLAC;
        ram[64]  = STDAC;
        ram[65]  = MVACC;
        ram[66]  = LDAC;
        ram[67]  = 16'd7;
        ram[68]  = MVACR;
        ram[69]  = MVCID;
        ram[70]  = ADD;
        ram[71]  = MVACR;
        ram[72]  = LDAC;
        ram[73]  = 16'd0;
        ram[74]  = ADD;
        ram[75]  = MVACD;
        ram[76]  = LDDAC;
        ram[77]  = MVACR;
        ram[78]  = LDAC;
        ram[79]  = 16'd2;
        ram[80]  = MUL;
        ram[81]  = MVACR;
        ram[82]  = MVACA;
        ram[83]  = MVD;
        ram[84]  = MVACR;
        ram[85]  = LDAC;
        ram[86]  = 16'd0;
        ram[87]  = ADD;
        ram[88]  = MVACR;
        ram[89]  = LDAC;
        ram[90]  = 16'd0;
        ram[91]  = ADD;
        ram[92]  = MVACD;
        ram[93]  = LDDAC;
        ram[94]  = MVACR;
        ram[95]  = MVACB;
        ram[96]  = MVA;
        ram[97]  = ADD;
        ram[98]  = MVACR;
        ram[99]  = LDAC;
        ram[100] = 16'd4;
        ram[101] = ADD;
        ram[102] = MVACD;
        ram[103] = LDDAC;
        ram[104] = MVACA;
        ram[105] = MVB;
        ram[106] = MVACR;
        ram[107] = LDAC;
        ram[108] = 16'd3;
        ram[109] = MUL;
        ram[110] = MVACR;
        ram[111] = MVACB;
        ram[112] = LDAC;
        ram[113] = 16'd7;
        ram[114] = MVACR;
        ram[115] = MVCID;
        ram[116] = ADD;
        ram[117] = MVACR;
        ram[118] = LDAC;
        ram[119] = 16'd0;
        ram[120] = ADD;
        ram[121] = MVACR;
        ram[122] = LDAC;
        ram[123] = 16'd0;
        ram[124] = ADD;
        ram[125] = MVACD;
        ram[126] = LDDAC;
        ram[127] = MVACR;
        ram[128] = MVB;
        ram[129] = ADD;
        ram[130] = MVACR;
        ram[131] = LDAC;
        ram[132] = 16'd5;
        ram[133] = ADD;
        ram[134] = MVACD;
        ram[135] = LDDAC;
        ram[136] = MVACB;
        ram[137] = MVACR;
        ram[138] = MVA;
        ram[139] = MUL;
        ram[140] = MVACR;
        ram[141] = MVC;
        ram[142] = ADD;
        ram[143] = MVACC;
        ram[144] = LDAC;
        ram[145] = 16'd7;
        ram[146] = MVACR;
        ram[147] = MVCID;
        ram[148] = ADD;
        ram[149] = MVACR;
        ram[150] = LDAC;
        ram[151] = 16'd0;
        ram[152] = ADD;
        ram[153] = MVACR;
        ram[154] = LDAC;
        ram[155] = 16'd0;
        ram[156] = ADD;
        ram[157] = MVACR;
        ram[158] = LDAC;
        ram[159] = 16'd0;
        ram[160] = ADD;
        ram[161] = MVACD;
        ram[162] = LDDAC;
        ram[163] = INAC;
        ram[164] = STDAC;
        ram[165] = MVACR;
        ram[166] = LDAC;
        ram[167] = 16'd2;
        ram[168] = SUB;
        ram[169] = JPNZ;
        ram[170] = 16'd66;
        ram[171] = LDAC;
        ram[172] = 16'd7;
        ram[173] = MVACR;
        ram[174] = MVCID;
        ram[175] = ADD;
        ram[176] = MVACR;
        ram[177] = LDAC;
        ram[178] = 16'd0;
        ram[179] = ADD;
        ram[180] = MVACD;
        ram[181] = LDDAC;
        ram[182] = MVACR;
        ram[183] = LDAC;
        ram[184] = 16'd3;
        ram[185] = MUL;
        ram[186] = MVACR;
        ram[187] = MVACA;
        ram[188] = MVD;
        ram[189] = MVACR;
        ram[190] = LDAC;
        ram[191] = 16'd0;
        ram[192] = ADD;
        ram[193] = MVACD;
        ram[194] = LDDAC;
        ram[195] = MVACR;
        ram[196] = MVA;
        ram[197] = ADD;
        ram[198] = MVACR;
        ram[199] = LDAC;
        ram[200] = 16'd6;
        ram[201] = ADD;
        ram[202] = MVACD;
        ram[203] = MVC;
        ram[204] = STDAC;
        ram[205] = LDAC;
        ram[206] = 16'd7;
        ram[207] = MVACR;
        ram[208] = MVCID;
        ram[209] = ADD;
        ram[210] = MVACD;
        ram[211] = LDDAC;
        ram[212] = INAC;
        ram[213] = STDAC;
        ram[214] = JPNZ;
        ram[215] = 16'd15;
        ram[216] = ENDOP;
    end
    integer i;
    always @(posedge clk) begin
        for (i = 0; i < 16; i = i + 1) begin
            data_out[i*16 +:16] <= ram[addr[i*16 +:16]];
        end
    end
endmodule
```

==> flow_summary.json <==
{
  "pwr-share-comb_pct": 59.2,
  "warnings": 354,
  "clk_path_buf_depth": 2,
  "maxCapViolCount": 0,
  "slew_violations": 0,
  "worst_pin_slew_ns": 0.9171,
  "worst_ir_drop_vdd_uv": 254.5,
  "xor_area_share_pct": 0.8131,
  "end_kind": "flop",
  "hold_violations": 0,
  "cts.htree.levels": 4,
  "crit_chain": "clkdlybuf4s50_1 > inv_1 > ha_1 > and2_4 > o311ai_0 > o211ai_1 > a221oi_2 > a31oi_1 > o22ai_1",
  "required_ns": 4.49,
  "cts_tree": "built",
  "fp_util_pct": 50.56,
  "drc_errors": 0,
  "synthArstFlopShare_pct": 0,
  "area_delta_synth_final_pct": 5.725,
  "largest-register": "data_out",
  "ys_area_um2": 37700,
  "status": "finished, final reports clean",
  "synthAoiAreaFrac_pct": 41.77,
  "routed_wl_mm": 145.7,
  "holdCritStartpoint": "addr[68]",
  "top_regs": "data_out (128)",
  "overflow": 0,
  "p_sw_mw": 3.614,
  "place_inst": 6574,
  "pin_count": 513,
  "grt_pass1_vias": 39940,
  "postCtsSetupBuffers": 0,
  "ff_type": "dfxtp_1",
  "critPathKind": "in2reg",
  "wl_per_cell_um": 22.01,
  "fmax_mhz": 304.4,
  "largest_reg_flops": 128,
  "vias": 45570,
  "edf_count": 0,
  "crit_start": "addr[97]",
  "yosysUniqueCellTypes": 102,
  "drtAntennaViolNets": 0,
  "switching_share_pct": 48.15,
  "viasPerCell": 6.886,
  "die_area_um2": 76500,
  "seqPwrFrac_pct": 19.1,
  "ys_ff": 128,
  "fa_ha_area_share_pct": 7.885,
  "syn_inst": 5812,
  "ys_sh_simple_pct": 24.96,
  "crit_path_max_incr_delay_ns": 0.52,
  "io_buffers": 256,
  "intPower_mw": 3.893,
  "cts.clk_slew.worst_paths_ns": 0.08,
  "drt_first_iter_violations": 7521,
  "gp_congestion": 1.038,
  "rsz0062_at_grt": "false",
  "layout-drive-gt1-share_pct": 7.398,
  "grt_pass1_wl_mm": 229.4,
  "p_per_area_nw_per_um2": 188.3,
  "logic_area_um2": 31060,
  "ys_top_logic_family": "AND-OR/OR-AND gates",
  "clock-sinks": 128,
  "cts_root_buf": "clkbuf_16",
  "fillCellCount": 7434,
  "p_clk_share_pct": 21.6,
  "fin_hold_ws_ns": 0.8418,
  "max_slew_margin_pct": 38.67,
  "die_h_um": 276.6,
  "antenna_found_initial": 15,
  "fin_crit_ns": 3.285,
  "std_cell_rows": 100,
  "postCtsHoldBufs": 0,
  "cts_resized": 0,
  "fin_setup_tns_ns": 0,
  "ys_cells": 5812,
  "grt_use_total_pct": 36.93,
  "die_w_um": 276.6,
  "post-route-period-util_pct": 80.13,
  "cts_buffers": 17,
  "p_leak_nw": 15.05,
  "yosysWarnings": 1,
  "flop_area_um2": 2562,
  "yosysSeqAreaShare_pct": 6.797,
  "postSynthAreaPerCell_um2": 6.487,
  "dp_hpwl_mm": 100.0,
  "mux_share_pct": 5.682,
  "dr.pass1.iters": 7,
  "critical_path.slowest_cell": "ha_1",
  "setup_viol": 0,
  "core_um2": 74570,
  "crit_path_start_kind": "primary input",
  "min_path_type": "in2reg",
  "grt_max_degree": 85,
  "crit_arrival_ns": 3.67,
  "crit_fanout": 16,
  "final_cells": 6618,
  "synthesis.area_um2": 37700
}
==> path summary, 6_finish.rpt <==
kind                        to  slack (ns)  cells past startpoint
setup / recovery  data_out[98]        0.81                      9
hold / removal    data_out[70]        0.84                      3
==> per-layer routing <==
metal | routed length, µm | track usage, %
met2 | 63040 | 53.66
met3 | 17080 | 7.516
met5 | 58 | 0
met1 | 59610 | 54.09
met4 | 5870 | 13.72
==> placed cells by master, fill, tap and decap left out, types with 50 or more instances in the layout <==
cell type,Yosys,final
a211oi_1,175,175
a21oi_1,485,485
a221oi_1,54,54
a311oi_1,96,96
a31oi_1,130,130
buf_4,147,200
clkdlybuf4s50_1,0,208
conb_1,1,128
dfxtp_1,128,128
ha_1,236,236
inv_1,134,134
mux2i_1,97,97
nand2_1,599,599
nand2b_1,205,205
nand3_1,161,161
nor2_1,421,421
nor2b_1,148,148
nor3_1,162,162
o211ai_1,157,157
o21ai_0,562,562
o22ai_1,56,56
o311ai_0,50,50
o31ai_1,58,58
==> worst max-delay path, delay by kind of cell <==
family | cells | cell delay (ns)
fa+ha+maj | 1 | 0.52
simple gates | 1 | 0.27
compound gates | 5 | 1.20
buf+inv | 2 | 0.85
==> Yosys cell counts (all sizes together), types with 27 or more instances <==
cell	count	area, µm²
a2111oi	36	334.1
a211o	36	315.3
a211oi	175	1314
a21o	28	210.2
a21oi	485	2427
a221oi	55	488.0
a22oi	27	207.7
a311oi	96	840.8
a31oi	130	813.3
and2	47	296.5
and3	35	219.0
buf	485	2820
clkbuf	306	1150
dfxtp	128	2562
ha	236	2953
inv	139	521.8
mux2i	97	970.9
mux4	41	923.4
nand2	601	2261
nand2b	205	1282
nand3	161	805.8
nor2	422	1587
nor2b	150	948.4
nor3	163	820.8
o211a	27	270.3
o211ai	157	1179
o21a	30	225.2
o21ai	569	2848
o221ai	41	359.1
o22ai	56	350.3
o311ai	56	490.5
o31ai	59	447.9
o32ai	30	262.8
or2	36	225.2
==> area by class of cell <==
cell class,count,area share (%)
multi-input cells,4864,77.92
repair buffers,457,9.643
flip-flops and latches,128,6.429
well taps,969,3.042
inverters,156,1.469
clock buffers,17,1.067
clock inverters,15,0.3516
diodes,12,0.07534
==> cell families after synthesis <==
family | count (synthesis)
flops | 128
mux | 160
simple gates | 1954
buf+inv | 947
fa+ha+maj | 238
xor+xnor | 35
compound gates | 2349
other cells | 1
==> stage by stage <==
step / cell area, µm² / power (mW) / setup slack (ns) / utilization [%]
6_report: 39860 / 7.507 / 0.8148 / 53.45
3_5_place_dp: 39260 / 5.756 / 0.4142 / 52.65
3_3_place_gp: 39260 / 5.806 / 0.4130 / 52.65
2_1_floorplan: 38180 / 4.477 / 1.124 / -
5_1_grt: 39860 / 7.982 / 0.6900 / 53.45
4_1_cts: 39830 / 7.425 / 0.9523 / 53.41
==> power groups by stage <==
stage / Sequential (mW) / Clock [mW] / Combinational, mW
4_1_cts: 1.44 / 1.68 / 4.31
5_1_grt: 1.45 / 1.72 / 4.81
6_report: 1.44 / 1.62 / 4.45
Power is estimated from default activity; no workload was simulated.
